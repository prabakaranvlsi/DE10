`design/flow/design.v`:
```
module bcd_counter_999 (
        input logic clk,
        input logic rst,
        input logic cnt_en,
        output logic [11:0] bcd,
        output logic seg0_en,
        output logic seg1_en,
        output logic seg2_en
);
    logic [3:0] bcd_ones;
    logic [3:0] bcd_tens;
    logic [3:0] bcd_hns;
    assign seg0_en = |bcd[3:0];
    assign seg1_en = |bcd[7:4];
    assign seg2_en = |bcd[11:8];
    assign bcd = {bcd_hns, bcd_tens, bcd_ones};
    always_ff @( posedge clk or negedge rst ) begin : bcd_counter
        if(~rst) begin
            bcd_ones <= 4'b0000;
            bcd_tens <= 4'b0000;
            bcd_hns  <= 4'b0000;
        end
        else if(cnt_en) begin
            if (bcd_ones == 4'b1001) begin
                bcd_ones <= 4'b0000;
                if(bcd_tens == 4'b1001) begin
                    bcd_tens <= 4'b0000;
                    if(bcd_hns == 4'b1001) begin
                        bcd_hns <= 4'b0000;
                    end
                    else begin
                        bcd_hns <= bcd_hns+1;
                    end
                end
                else begin
                    bcd_tens <= bcd_tens + 1;
                end
            end
            else begin
                bcd_ones <= bcd_ones + 1;
            end
        end
        else begin
            bcd_ones <= 4'b0000;
            bcd_tens <= 4'b0000;
            bcd_hns  <= 4'b0000;
        end
    end
endmodule
module clk_div (
    input logic clk_in,
    input logic rst,
    output logic clk_out
);
    localparam TOTAL_CYCLE = 6000000;
    localparam HALF_CYCLE = TOTAL_CYCLE / 2;
    logic [31:0] cnt;
    always_ff @( posedge clk_in or negedge rst ) begin : pulse_cnt
        if(~rst) 
            cnt <= 32'h0000_0000;
        else if (cnt >= TOTAL_CYCLE)
            cnt <= 32'h0000_0000;
        else
            cnt <= cnt + 1;
    end
    always_ff @( posedge clk_in or negedge rst ) begin : clk_gen
        if(~rst)
            clk_out <= 1'b0;
        else if (cnt < HALF_CYCLE)
            clk_out <= 1'b1;
        else
            clk_out <= 1'b0;        
    end
endmodule
module decoder_bcd_7seg (
    input logic [3:0] bcd_in,
    output logic [7:0] seg_out
);
    always begin : bcd_7seg_decoder
            case(bcd_in)
                4'b0000: seg_out = 8'b11000000;	
                4'b0001: seg_out = 8'b11111001;	
                4'b0010: seg_out = 8'b10100100;	
                4'b0011: seg_out = 8'b10110000;	
                4'b0100: seg_out = 8'b10011001;	
                4'b0101: seg_out = 8'b10010010;	
                4'b0110: seg_out = 8'b10000010;	
                4'b0111: seg_out = 8'b11111000;	
                4'b1000: seg_out = 8'b10000000;	
                4'b1001: seg_out = 8'b10010000;            
            default:
                seg_out = 8'b11000000;
            endcase
    end
endmodule
module top_cnt (
    input logic clk,
    input logic rst,
    input logic en,
    output logic [7:0] seg0,
    output logic [7:0] seg1,
    output logic [7:0] seg2
);
    logic div_clk;
    logic [11:0] r_bcd;
    logic seg0_en;
    logic seg1_en;
    logic seg2_en;
    clk_div u_clk_div (
                        .clk_in (clk),
                        .rst (rst),
                        .clk_out (div_clk)
    );
    bcd_counter_999 u_bcd_cnt (
                        .clk (div_clk),
                        .rst (rst),
                        .cnt_en (en),
                        .bcd (r_bcd),
                        .seg0_en (seg0_en),
                        .seg1_en (seg1_en),
                        .seg2_en (seg2_en)
    );
    decoder_bcd_7seg u_7seg_0 (
                        .bcd_in (r_bcd[3:0]),
                        .seg_out (seg0)
    );
    decoder_bcd_7seg u_7seg_1 (
                        .bcd_in (r_bcd[7:4]),
                        .seg_out (seg1)
    );
    decoder_bcd_7seg u_7seg_2 (
                        .bcd_in (r_bcd[11:8]),
                        .seg_out (seg2)
    );
endmodule
```
`design/flow/constraint.sdc`:
```
current_design top_cnt

set clk_period 4.8
set clk_io_pct 0.2

create_clock -name clk0 -period $clk_period [get_ports {clk}]

set non_clock_inputs [all_inputs -no_clocks]
set_input_delay [expr $clk_period * $clk_io_pct] -clock clk0 $non_clock_inputs
set_output_delay [expr $clk_period * $clk_io_pct] -clock clk0 [all_outputs]
```
`design/flow/run.sh`:
```
#!/bin/bash
# OpenROAD 26Q1-2900-gdf79404cd8, Yosys 0.63+post, stock flow scripts
make -C /OpenROAD-flow-scripts/flow DESIGN_CONFIG=/design/flow/config.mk WORK_HOME=/design/flow/orfs finish
```
`design/flow/config.mk`:
```
export PLATFORM = sky130hd
export DESIGN_NAME = top_cnt
export DESIGN_NICKNAME = top_cnt
export VERILOG_FILES = /design/flow/design.v
export SDC_FILE = /design/flow/constraint.sdc
export NUM_CORES = 4
export LEC_CHECK = 1
export CORE_UTILIZATION = 30
```
==> impl_metrics.env <==
# physical design summary
export IMPL_vias=1981
export IMPL_postSynthCellCount=285
export IMPL_cts_buffers=5
export IMPL_cts_hold_buf=0
export IMPL_cts_clk_slew_worst_paths_ns=0.07
export IMPL_die_x_microns=95.37
export IMPL_firstDrtPassIters=4
export IMPL_gp_congestion=0.8224
export IMPL_hpwl_microns=3172
export IMPL_lay_top_count="dfrtp_1"
export IMPL_max_vdd_ir_drop_mv=0.2286
export IMPL_antenna_found_initial=0
export IMPL_cp_start_kind="register"
export IMPL_drt_antenna_violating_nets=0
export IMPL_r2r_slack_ns=3.04
export IMPL_status="finished, final reports clean"
export IMPL_setup_ws_ns=3.037
export IMPL_unclocked_regs=12
export IMPL_powerDensity_mw_per_mm2=186.4
export IMPL_layout_top_cells="dfrtp_1, nor2_1, a21oi_1, clkdlybuf4s50_1, nand2_1"
export IMPL_dpl_cell_count=410
export IMPL_clock_path_buffers=2
export IMPL_holdWs_ns=0.5002
export IMPL_critPathKind="register to register"
export IMPL_grt_usage=0.1045
export IMPL_setup_viol=0
export IMPL_grt_pass1_vias=1719
export IMPL_r2r_cells=4
export IMPL_placed_area_sq_mm=0.002928
export IMPL_clock_fmax_ghz=0.5673
export IMPL_yosys_area_top_type_share=0.4306
export IMPL_drive_gt1_frac=0.06070
export IMPL_cp_depth=4
export IMPL_ys_area_sq_mm=0.002615
export IMPL_fin_skew_ns=0.007707
export IMPL_numSynthFlops=45
export IMPL_maxSlewViolCount=0
export IMPL_cts_resized=0
export IMPL_cp_required_ns=5.01
export IMPL_grt_max_degree=46
export IMPL_power_uw=567.5
export IMPL_area_leaders="dfrtp_1, ha_1, nor2_1"
export IMPL_area_growth_pct=16.41
export IMPL_cp_slowest_stage_delay_ns=0.48
export IMPL_portBuffers=23
export IMPL_overflow=0
export IMPL_worst_slew_pin_slew_ns=0.5671
export IMPL_cp_arrival_ns=1.97
export IMPL_worstPathCellList="and4_1, nand4_1, or4_1, a21oi_1"
export IMPL_endpoint_kind="register"
export IMPL_drc=0
export IMPL_design_area_sq_mm=0.003044
export IMPL_yosysTopAreaCell="dfrtp_1"
export IMPL_post_route_util=0.3650
export IMPL_post_cts_setup_buffers=0
export IMPL_grt_pass1_wl_microns=7631
export IMPL_die_area_sq_mm=0.009094
export IMPL_pin_count=27
export IMPL_die_y_microns=95.37
export IMPL_setup_tns_ns=0
export IMPL_stdcell_count=418
export IMPL_antennaDiodeCount=0
export IMPL_crit_buf_inv=0
export IMPL_root_buffer="clkbuf_8"
export IMPL_period_used=0.3673
export IMPL_maxCapViolCount=0
export IMPL_ys_async_sr_fraction=1.000
export IMPL_synth_stat_cells=285
export IMPL_slew_limit_headroom=0.6219
export IMPL_via_per_inst=4.739
export IMPL_finalWirelength_microns=4494
export IMPL_placementRows=33
export IMPL_hold_viol_final=0
export IMPL_rsz0062_at_grt="no"
export IMPL_coreArea_sq_mm=0.008341
export IMPL_wl_per_cell_microns=10.75
export IMPL_synth_main_ff_cell="dfrtp_1"
export IMPL_untimed_endpoints=33
export IMPL_leakagePower_nw=1.235
export IMPL_synth_warnings=3
export IMPL_tool_warnings=36
export IMPL_syn_cell_area_sq_mm=0.002615
export IMPL_edf_count=0
export IMPL_cp_top_family="simple AND/OR/NAND/NOR gates"
export IMPL_fp_util=0.3135
export IMPL_cp_max_fo=7
export IMPL_min_period_ns=1.763
export IMPL_pre_cts_slack_ns=3.079
export IMPL_critPathSlowestCell="or4_1"
export IMPL_h_tree_depth=2
export IMPL_cts_tree="yes"
export IMPL_syn_avg_cell_area_sq_um=9.175
export IMPL_ys_seq_share=0.4306
export IMPL_clock_latency_ns=0.28
export IMPL_synth_cell_types=49
export IMPL_hp_class="register to register"
export IMPL_drtIter0Drc=89
export IMPL_whs_path_depth=1
[final cells by class]
cell class	count	area (sq um)
clock buffer	7	86.33
clock inverter	1	30.03
fill	848	5296
inverter	17	63.81
multi-input combinational	219	1374
sequential	45	1126
tap	105	131.4
timing repair buffer	24	232.7
[cells in the mapped netlist, types with 3 or more instances]
library cell	n
nand2b_1	5
nand4_1	6
xnor2_1	12
dfrtp_1	45
or4_1	3
nor2_1	36
o31ai_1	4
clkbuf_1	5
nor3b_1	4
mux2i_1	5
nor3_1	5
nand2_1	20
inv_1	17
nand3_1	12
xor2_1	6
buf_4	5
or3_1	3
a21oi_1	22
o22ai_1	3
and3_1	4
a31oi_1	3
o21ai_0	11
ha_1	14
[logic make-up after synthesis]
logic type | share of synthesized area
AND/OR/NAND/NOR | 0.2440
AND-OR/OR-AND | 0.1177
flip-flops | 0.4306
buffers and inverters | 0.05837
XOR/XNOR | 0.06029
adder cells (fa/ha/maj) | 0.06699
multiplexers | 0.01914
other | 0.002872
[registers in the layout, indices dropped and copies added, names as in the netlist]
signal / cells
u_clk_div.clk_out: 1
u_bcd_cnt.bcd_hns: 4
u_bcd_cnt.bcd_ones: 4
u_clk_div.cnt: 32
u_bcd_cnt.bcd_tens: 4
[metal layers]
| layer | wire length, microns | vias to the layer above | global-route usage |
|---|---|---|---|
| met5 | 0 | - | 0 |
| met4 | 47 | 0 | 0.01136 |
| met3 | 127 | 7 | 0.01298 |
| met2 | 2000 | 28 | 0.1679 |
| met1 | 2318 | 919 | 0.1600 |
| li1 | - | 1027 | - |
[path summary, 6_finish.rpt]
| path | from | endpoint |
|---|---|---|
| setup / recovery | u_clk_div.cnt[2]$_DFF_PN0_ | u_clk_div.cnt[21]$_DFF_PN0_ |
| hold / removal | u_clk_div.cnt[0]$_DFF_PN0_ | u_clk_div.cnt[0]$_DFF_PN0_ |
| setup reg to reg | u_clk_div.cnt[2]$_DFF_PN0_ | u_clk_div.cnt[21]$_DFF_PN0_ |
| hold reg to reg | u_clk_div.cnt[0]$_DFF_PN0_ | u_clk_div.cnt[0]$_DFF_PN0_ |
| max in group asynchronous | rst | u_clk_div.cnt[27]$_DFF_PN0_ |
| min in group asynchronous | rst | u_clk_div.cnt[5]$_DFF_PN0_ |
[where the power goes]
part	switching, mW	internal [mW]
clock network	0.0979	0.169
registers	0.00130	0.282
logic	0.0129	0.00396
Power is estimated from default activity; no workload was simulated.
